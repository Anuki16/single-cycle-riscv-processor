<file path="flow/config.mk">
export PLATFORM = sky130hd
export DESIGN_NAME = controller
export DESIGN_NICKNAME = controller
export VERILOG_FILES = /design/flow/design.v
export SDC_FILE = /design/flow/constraint.sdc
export NUM_CORES = 4
export LEC_CHECK = 1
export CORE_AREA = 10 10 84 84
export DIE_AREA = 0 0 94 94
</file>
<file path="flow/constraint.sdc">
current_design controller

set clk_period 5.7
set clk_io_pct 0.2

create_clock -name clk0 -period $clk_period [get_ports {clk}]

set non_clock_inputs [all_inputs -no_clocks]
set_input_delay [expr $clk_period * $clk_io_pct] -clock clk0 $non_clock_inputs
set_output_delay [expr $clk_period * $clk_io_pct] -clock clk0 [all_outputs]
</file>
<file path="flow/design.v">
module controller #(parameter CTRL_SIZE = 21)(
	input logic clk, rstn, ex_no_stay,	 
	input logic [31:0] instruction,
	output logic [CTRL_SIZE-1:0] ctrl_signals
);
	localparam W_I = 9;	 
	localparam W_C = CTRL_SIZE + 9;	 
	logic [2**W_I-1:0][0:W_C-1] control_store;
	logic [8:0] ctrl_addr;
	logic [6:0] opcode;
	logic [2:0] func3;
	assign opcode = instruction[6:0];
	assign func3 = instruction[14:12];
	assign ctrl_addr[8:4] = instruction[6:2];
	always_comb begin
		if (opcode == 7'b0110011 ||	
			(opcode == 7'b0010011 && func3 == 3'b101))
			ctrl_addr[0] = instruction[30];
		else
			ctrl_addr[0] = 1'b0;
		if (opcode == 7'b0110011 ||
			 opcode == 7'b0010011 ||
			 opcode == 7'b0000011 ||
		    opcode == 7'b1100111 ||
			 opcode == 7'b0100011 ||
			 opcode == 7'b1100011 )
			ctrl_addr[3:1] = func3;
		else
			ctrl_addr[3:1] = 3'b0;
	end
	logic stay;
	logic [8:0] next_addr;
	logic [W_C-1:0] cur_ctrl;
	always @(posedge clk or negedge rstn) begin
		if (!rstn) begin
			stay <= 1'b0;
			next_addr <= 9'b0;
		end else begin
			stay <= (cur_ctrl[12] & (~ex_no_stay));
			next_addr <= cur_ctrl[8:0];
		end
	end
	assign cur_ctrl = stay? control_store[next_addr] : control_store[ctrl_addr];
	assign ctrl_signals = cur_ctrl[W_C-1:9];
	assign control_store[9'b011000000] = {1'b1,	4'b0000,	1'b0,	1'b0,	1'b0,	1'b0,	2'b00,	1'b0,	2'b00,	3'b000,	1'b0,	1'b0,	1'b0,	1'b0,	9'b000000000};  
	assign control_store[9'b011000001] = {1'b1,	4'b0001,	1'b0,	1'b0,	1'b0,	1'b0,	2'b00,	1'b0,	2'b00,	3'b000,	1'b0,	1'b0,	1'b0,	1'b0,	9'b000000000};  
	assign control_store[9'b011000010] = {1'b1,	4'b0010,	1'b0,	1'b0,	1'b0,	1'b0,	2'b00,	1'b0,	2'b00,	3'b000,	1'b0,	1'b0,	1'b0,	1'b0,	9'b000000000};  
	assign control_store[9'b011000100] = {1'b1,	4'b1000,	1'b0,	1'b0,	1'b0,	1'b0,	2'b00,	1'b0,	2'b00,	3'b000,	1'b0,	1'b0,	1'b0,	1'b0,	9'b000000000};  
	assign control_store[9'b011000110] = {1'b1,	4'b1001,	1'b0,	1'b0,	1'b0,	1'b0,	2'b00,	1'b0,	2'b00,	3'b000,	1'b0,	1'b0,	1'b0,	1'b0,	9'b000000000};  
	assign control_store[9'b011001000] = {1'b1,	4'b0111,	1'b0,	1'b0,	1'b0,	1'b0,	2'b00,	1'b0,	2'b00,	3'b000,	1'b0,	1'b0,	1'b0,	1'b0,	9'b000000000};  
	assign control_store[9'b011001010] = {1'b1,	4'b0011,	1'b0,	1'b0,	1'b0,	1'b0,	2'b00,	1'b0,	2'b00,	3'b000,	1'b0,	1'b0,	1'b0,	1'b0,	9'b000000000};  
	assign control_store[9'b011001011] = {1'b1,	4'b0100,	1'b0,	1'b0,	1'b0,	1'b0,	2'b00,	1'b0,	2'b00,	3'b000,	1'b0,	1'b0,	1'b0,	1'b0,	9'b000000000};  
	assign control_store[9'b011001100] = {1'b1,	4'b0110,	1'b0,	1'b0,	1'b0,	1'b0,	2'b00,	1'b0,	2'b00,	3'b000,	1'b0,	1'b0,	1'b0,	1'b0,	9'b000000000};  
	assign control_store[9'b011001110] = {1'b1,	4'b0101,	1'b0,	1'b0,	1'b0,	1'b0,	2'b00,	1'b0,	2'b00,	3'b000,	1'b0,	1'b0,	1'b0,	1'b0,	9'b000000000};  
	assign control_store[9'b011001111] = {1'b1,	4'b1100,	1'b0,	1'b0,	1'b0,	1'b0,	2'b00,	1'b0,	2'b00,	3'b000,	1'b0,	1'b0,	1'b0,	1'b0,	9'b000000000};  
	assign control_store[9'b001000000] = {1'b1,	4'b0000,	1'b1,	1'b0,	1'b0,	1'b0,	2'b00,	1'b0,	2'b00,	3'b000,	1'b0,	1'b0,	1'b0,	1'b0,	9'b000000000};  
	assign control_store[9'b001000100] = {1'b1,	4'b1000,	1'b1,	1'b0,	1'b0,	1'b0,	2'b00,	1'b0,	2'b00,	3'b000,	1'b0,	1'b0,	1'b0,	1'b0,	9'b000000000};  
	assign control_store[9'b001000110] = {1'b1,	4'b1001,	1'b1,	1'b0,	1'b0,	1'b0,	2'b00,	1'b0,	2'b00,	3'b000,	1'b0,	1'b0,	1'b0,	1'b0,	9'b000000000};  
	assign control_store[9'b001001000] = {1'b1,	4'b0111,	1'b1,	1'b0,	1'b0,	1'b0,	2'b00,	1'b0,	2'b00,	3'b000,	1'b0,	1'b0,	1'b0,	1'b0,	9'b000000000};  
	assign control_store[9'b001001100] = {1'b1,	4'b0110,	1'b1,	1'b0,	1'b0,	1'b0,	2'b00,	1'b0,	2'b00,	3'b000,	1'b0,	1'b0,	1'b0,	1'b0,	9'b000000000};  
	assign control_store[9'b001001110] = {1'b1,	4'b0101,	1'b1,	1'b0,	1'b0,	1'b0,	2'b00,	1'b0,	2'b00,	3'b000,	1'b0,	1'b0,	1'b0,	1'b0,	9'b000000000};  
	assign control_store[9'b001000010] = {1'b1,	4'b0010,	1'b1,	1'b0,	1'b0,	1'b0,	2'b00,	1'b0,	2'b00,	3'b000,	1'b0,	1'b0,	1'b0,	1'b0,	9'b000000000};  
	assign control_store[9'b001001010] = {1'b1,	4'b0011,	1'b1,	1'b0,	1'b0,	1'b0,	2'b00,	1'b0,	2'b00,	3'b000,	1'b0,	1'b0,	1'b0,	1'b0,	9'b000000000};  
	assign control_store[9'b001001011] = {1'b1,	4'b0100,	1'b1,	1'b0,	1'b0,	1'b0,	2'b00,	1'b0,	2'b00,	3'b000,	1'b0,	1'b0,	1'b0,	1'b0,	9'b000000000};  
	assign control_store[9'b011010000] = {1'b1,	4'b1011,	1'b1,	1'b0,	1'b0,	1'b0,	2'b00,	1'b0,	2'b00,	3'b000,	1'b0,	1'b0,	1'b0,	1'b0,	9'b000000000};  
	assign control_store[9'b001010000] = {1'b1,	4'b0000,	1'b1,	1'b1,	1'b0,	1'b0,	2'b00,	1'b0,	2'b00,	3'b000,	1'b0,	1'b0,	1'b0,	1'b0,	9'b000000000};  
	assign control_store[9'b000000000] = {1'b1,	4'b0000,	1'b1,	1'b0,	1'b0,	1'b1,	2'b00,	1'b0,	2'b01,	3'b000,	1'b1,	1'b0,	1'b0,	1'b0,	9'b000000001};  
	assign control_store[9'b000000010] = {1'b1,	4'b0000,	1'b1,	1'b0,	1'b0,	1'b1,	2'b01,	1'b0,	2'b01,	3'b000,	1'b1,	1'b0,	1'b0,	1'b0,	9'b000000011};  
	assign control_store[9'b000000100] = {1'b1,	4'b0000,	1'b1,	1'b0,	1'b0,	1'b1,	2'b11,	1'b0,	2'b01,	3'b000,	1'b1,	1'b0,	1'b0,	1'b0,	9'b000000101};  
	assign control_store[9'b000001000] = {1'b1,	4'b0000,	1'b1,	1'b0,	1'b0,	1'b1,	2'b00,	1'b1,	2'b01,	3'b000,	1'b1,	1'b0,	1'b0,	1'b0,	9'b000001001};  
	assign control_store[9'b000001010] = {1'b1,	4'b0000,	1'b1,	1'b0,	1'b0,	1'b1,	2'b01,	1'b1,	2'b01,	3'b000,	1'b1,	1'b0,	1'b0,	1'b0,	9'b000001011};  
	assign control_store[9'b010000000] = {1'b0,	4'b0000,	1'b1,	1'b0,	1'b1,	1'b0,	2'b00,	1'b0,	2'b00,	3'b000,	1'b1,	1'b0,	1'b0,	1'b0,	9'b010000001};  
	assign control_store[9'b010000010] = {1'b0,	4'b0000,	1'b1,	1'b0,	1'b1,	1'b0,	2'b01,	1'b0,	2'b00,	3'b000,	1'b1,	1'b0,	1'b0,	1'b0,	9'b010000011};  
	assign control_store[9'b010000100] = {1'b0,	4'b0000,	1'b1,	1'b0,	1'b1,	1'b0,	2'b11,	1'b0,	2'b00,	3'b000,	1'b1,	1'b0,	1'b0,	1'b0,	9'b010000101};  
	assign control_store[9'b110000000] = {1'b0,	4'b0001,	1'b0,	1'b0,	1'b0,	1'b0,	2'b00,	1'b0,	2'b00,	3'b011,	1'b0,	1'b0,	1'b0,	1'b0,	9'b000000000};  
	assign control_store[9'b110000010] = {1'b0,	4'b0001,	1'b0,	1'b0,	1'b0,	1'b0,	2'b00,	1'b0,	2'b00,	3'b100,	1'b0,	1'b0,	1'b0,	1'b0,	9'b000000000};  
	assign control_store[9'b110001000] = {1'b0,	4'b1000,	1'b0,	1'b0,	1'b0,	1'b0,	2'b00,	1'b0,	2'b00,	3'b101,	1'b0,	1'b0,	1'b0,	1'b0,	9'b000000000};  
	assign control_store[9'b110001010] = {1'b0,	4'b1000,	1'b0,	1'b0,	1'b0,	1'b0,	2'b00,	1'b0,	2'b00,	3'b110,	1'b0,	1'b0,	1'b0,	1'b0,	9'b000000000};  
	assign control_store[9'b110001100] = {1'b0,	4'b1001,	1'b0,	1'b0,	1'b0,	1'b0,	2'b00,	1'b0,	2'b00,	3'b101,	1'b0,	1'b0,	1'b0,	1'b0,	9'b000000000};  
	assign control_store[9'b110001110] = {1'b0,	4'b1001,	1'b0,	1'b0,	1'b0,	1'b0,	2'b00,	1'b0,	2'b00,	3'b110,	1'b0,	1'b0,	1'b0,	1'b0,	9'b000000000};  
	assign control_store[9'b110110000] = {1'b1,	4'b0000,	1'b0,	1'b0,	1'b0,	1'b0,	2'b00,	1'b0,	2'b10,	3'b001,	1'b0,	1'b0,	1'b0,	1'b0,	9'b000000000};  
	assign control_store[9'b110010000] = {1'b1,	4'b0000,	1'b1,	1'b0,	1'b0,	1'b0,	2'b00,	1'b0,	2'b10,	3'b010,	1'b0,	1'b0,	1'b0,	1'b0,	9'b000000000};  
	assign control_store[9'b000100000] = {1'b1,	4'b0000,	1'b1,	1'b0,	1'b0,	1'b1,	2'b00,	1'b1,	2'b01,	3'b000,	1'b1,	1'b0,	1'b0,	1'b1,	9'b000100001};  
	assign control_store[9'b000100001] = {1'b1,	4'b0000,	1'b1,	1'b0,	1'b0,	1'b1,	2'b00,	1'b1,	2'b01,	3'b000,	1'b1,	1'b0,	1'b0,	1'b1,	9'b000100010};  
	assign control_store[9'b000100010] = {1'b0,	4'b0000,	1'b1,	1'b0,	1'b1,	1'b0,	2'b00,	1'b0,	2'b00,	3'b000,	1'b1,	1'b1,	1'b0,	1'b1,	9'b000100011};  
	assign control_store[9'b000100011] = {1'b0,	4'b0000,	1'b1,	1'b0,	1'b1,	1'b0,	2'b00,	1'b0,	2'b00,	3'b000,	1'b1,	1'b1,	1'b1,	1'b1,	9'b000100000};  
	assign control_store[9'b000000001] = {1'b1,	4'b0000,	1'b1,	1'b0,	1'b0,	1'b1,	2'b00,	1'b0,	2'b01,	3'b000,	1'b0,	1'b0,	1'b0,	1'b0,	9'b000000000};  
	assign control_store[9'b000000011] = {1'b1,	4'b0000,	1'b1,	1'b0,	1'b0,	1'b1,	2'b01,	1'b0,	2'b01,	3'b000,	1'b0,	1'b0,	1'b0,	1'b0,	9'b000000000};  
	assign control_store[9'b000000101] = {1'b1,	4'b0000,	1'b1,	1'b0,	1'b0,	1'b1,	2'b11,	1'b0,	2'b01,	3'b000,	1'b0,	1'b0,	1'b0,	1'b0,	9'b000000000};  
	assign control_store[9'b000001001] = {1'b1,	4'b0000,	1'b1,	1'b0,	1'b0,	1'b1,	2'b00,	1'b1,	2'b01,	3'b000,	1'b0,	1'b0,	1'b0,	1'b0,	9'b000000000};  
	assign control_store[9'b000001011] = {1'b1,	4'b0000,	1'b1,	1'b0,	1'b0,	1'b1,	2'b01,	1'b1,	2'b01,	3'b000,	1'b0,	1'b0,	1'b0,	1'b0,	9'b000000000};  
	assign control_store[9'b010000001] = {1'b0,	4'b0000,	1'b1,	1'b0,	1'b1,	1'b0,	2'b00,	1'b0,	2'b00,	3'b000,	1'b0,	1'b0,	1'b0,	1'b0,	9'b000000000};  
	assign control_store[9'b010000011] = {1'b0,	4'b0000,	1'b1,	1'b0,	1'b1,	1'b0,	2'b01,	1'b0,	2'b00,	3'b000,	1'b0,	1'b0,	1'b0,	1'b0,	9'b000000000};  
	assign control_store[9'b010000101] = {1'b0,	4'b0000,	1'b1,	1'b0,	1'b1,	1'b0,	2'b11,	1'b0,	2'b00,	3'b000,	1'b0,	1'b0,	1'b0,	1'b0,	9'b000000000};  
endmodule
</file>
<file path="flow/run.sh">
#!/bin/bash
# OpenROAD 26Q1-2900-gdf79404cd8, Yosys 0.63+post, stock flow scripts
make -C /OpenROAD-flow-scripts/flow DESIGN_CONFIG=/design/flow/config.mk WORK_HOME=/design/flow/orfs finish
</file>
==> qor.json <==
{
  "clocking": {
    "clock.latency.late_pin_ns": 0.22,
    "cts-root-to-sink-buffers": 2,
    "clock_sinks": 7,
    "cts_post_setup_buffers_inserted": 0,
    "cts-htree-levels": 1,
    "clkSlewWorstSetupHoldPaths_ns": 0.04,
    "cts.root.buffer_cell": "sky130_fd_sc_hd__clkbuf_8",
    "tritoncts.num_buffers": 3,
    "cts_tree": "done"
  },
  "layout": {
    "fill_cells": 570,
    "finish.cell_count_without_fillers": 289,
    "drive_above_1_share_pct": 10.96,
    "area.growth.synth_to_final_pct": 24.02,
    "multiInputGateArea_um2": 993.5,
    "layout.area.seq_um2": 175.2
  },
  "setup_path": {
    "required_ns": 4.56,
    "timing.setup.critical_path_class": "in2out",
    "crit_path_start_kind": "primary input",
    "cp_max_fo": 8,
    "arrival_time_worst_endpoint_ns": 4.32,
    "critical_path.endpoint_type": "primary output"
  },
  "placed_design": {
    "dp_wirelength_um": 3793,
    "io_buffer_count": 34,
    "place.detailed.instances": 285,
    "globalplace.congestion": 0.9298
  },
  "status": {
    "outcome": "finished clean"
  },
  "floorplanning": {
    "io_pins": 56,
    "dieHeight_um": 94,
    "floorplan.rows": 26,
    "floorplan.initialDensity_pct": 27.52,
    "chipArea_um2": 8836,
    "placeableCoreArea_um2": 5205,
    "fp.dieW_um": 94
  },
  "routing": {
    "drcViolationCount": 0,
    "detail-route-antenna-nets": 0,
    "n_antenna_cell": 0,
    "drt_first_pass_iters": 5,
    "detail_route.iter0.violations": 269,
    "detailroute.via_count": 1534,
    "avgViaCountPerCell": 5.308,
    "finalWirelength_um": 4742,
    "wl_cell_um": 16.41
  },
  "flow_run": {
    "stage_log_warnings": 54,
    "max-cap-violations": 0
  },
  "power_and_ir_drop": {
    "irDropWorstVdd_v": 0.00008270,
    "total_design_power_uw": 234.9,
    "power-per-cell-area_nw_per_um2": 132.2,
    "p_leak_nw": 0.7224
  },
  "yosys": {
    "total_cells_reported_by_yosys_after_synthesis": 201,
    "postSynthSeqShare_pct": 12.23,
    "synth.top_cells.by_count": "sky130_fd_sc_hd__buf_4 (24), sky130_fd_sc_hd__nand2_1 (21), sky130_fd_sc_hd__nor2_1 (21), sky130_fd_sc_hd__o21ai_0 (11), sky130_fd_sc_hd__ha_1 (10)",
    "post_synth_inst_count": 201,
    "synthFlopType": "sky130_fd_sc_hd__dfrtp_1",
    "yosys_stat_area_um2": 1433,
    "synthTopCellsByArea": "sky130_fd_sc_hd__buf_4 (13%), sky130_fd_sc_hd__dfrtp_1 (12%), sky130_fd_sc_hd__ha_1 (8.7%), sky130_fd_sc_hd__nand2_1 (5.5%), sky130_fd_sc_hd__nor2_1 (5.5%)",
    "synth.most_common_cell": "sky130_fd_sc_hd__buf_4",
    "synth.largest_area_cell": "sky130_fd_sc_hd__buf_4",
    "synth_top_area_share_pct": 12.58,
    "postSynth.asyncResetShare_pct": 100.0,
    "syn_std_cell_area_um2": 1433,
    "ys_ff": 7,
    "synth-edff-count": 0,
    "yosysWarnings": 13860,
    "postSynthAreaPerCell_um2": 7.127,
    "number_of_distinct_library_cells_after_synthesis": 54
  },
  "global_routing": {
    "via_count_of_the_first_global_routing_pass": 1533,
    "grt_start_max_net_pins": 20,
    "wire_length_of_the_first_global_routing_pass_um": 7838,
    "grt_antenna_before_repair": 0,
    "global_route.overflow_total": 0,
    "groute.usage.overall_pct": 10.87
  },
  "final_timing": {
    "grt_setup_unrepaired": "false",
    "timing.final.max_slew_violations": 0,
    "max_freq_mhz": 183.3,
    "hold_viol": 0,
    "minimum_clock_period_after_layout_ns": 5.456,
    "timing.final.crit_share_pct": 95.72,
    "setup_viol": 0,
    "finalSetupTns_ns": 0,
    "worst_slew_margin_rel_pct": 57.70,
    "timing_worst_slew_pin_value_ns": 0.6344,
    "timing.hold.ws_ns": 0.7214,
    "finalClockSkew_ns": 0.0002626
  },
  "min_path": {
    "hold_path_class": "reg2reg"
  }
}
==> sequential cells by signal, summed over array words and instances, names as in the netlist <==
name and count:
next_addr 6, stay 1
==> worst paths after layout <==
kind | slack [ns] | from | to | cells past startpoint
min in group asynchronous | 1.17 | rstn | stay | 1
worst min-delay path | 0.72 | next_addr[3] | next_addr[5] | 3
worst min register to register | 0.72 | next_addr[3] | next_addr[5] | 3
worst max register to register | 2.77 | stay | next_addr[0] | 10
max in group asynchronous | 4.30 | rstn | next_addr[5] | 1
worst max-delay path | 0.24 | instruction[3] | ctrl_signals[15] | 13
==> power by group <==
group	switching, mW	leakage, nW	total, mW	internal, mW
Clock	0.0197	0.0228	0.0679	0.0482
Combinational	0.0567	0.604	0.109	0.0519
Sequential	0.00513	0.0955	0.0584	0.0533
==> through the flow <==
step	setup slack [ns]	util [%]	area (um2)
final	0.2439	34.13	1777
after global routing	0.05354	34.13	1777
after CTS	0.1485	33.99	1769
after detailed placement	0.1548	33.13	1724
after global placement	0.1630	33.13	1724
after floorplan	1.000	-	1433
==> cells in the final DEF, fill, tap and decap left out, types with 2 or more instances in the layout <==
cell type                         synthesis  layout
sky130_fd_sc_hd__nor3_1                   5       5
sky130_fd_sc_hd__ha_1                    10      10
sky130_fd_sc_hd__o31ai_1                  3       2
sky130_fd_sc_hd__nand4_1                  2       2
sky130_fd_sc_hd__buf_4                   24      13
sky130_fd_sc_hd__a31oi_1                  3       3
sky130_fd_sc_hd__a21oi_1                  8       8
sky130_fd_sc_hd__o21ai_0                 11      11
sky130_fd_sc_hd__clkbuf_8                 0       3
sky130_fd_sc_hd__a32o_1                   4       4
sky130_fd_sc_hd__dfrtp_1                  7       7
sky130_fd_sc_hd__o21a_1                   3       3
sky130_fd_sc_hd__o211ai_1                 2       2
sky130_fd_sc_hd__a2bb2oi_1                2       2
sky130_fd_sc_hd__nor2b_1                  4       4
sky130_fd_sc_hd__nor2_1                  21      21
sky130_fd_sc_hd__a22oi_1                  2       2
sky130_fd_sc_hd__clkdlybuf4s50_1          0      34
sky130_fd_sc_hd__nand2_1                 21      21
sky130_fd_sc_hd__and2_1                   4       4
sky130_fd_sc_hd__nand2b_1                 4       4
sky130_fd_sc_hd__a221oi_1                 3       3
sky130_fd_sc_hd__nand3_1                  5       5
sky130_fd_sc_hd__inv_1                    9       9
sky130_fd_sc_hd__o32ai_1                  2       2
sky130_fd_sc_hd__a21boi_0                 3       3
sky130_fd_sc_hd__nor4_1                   4       4
==> logic make-up (layout without fill, tap and decap cells) <==
logic type / after synthesis / after routing / synth area share [%]
buf+inv: 43 / 61 / 18.95
flops: 7 / 7 / 12.23
compound gates: 62 / 62 / 32.05
fa+ha+maj: 10 / 10 / 8.734
simple gates: 77 / 77 / 26.55
mux: 2 / 2 / 1.485
==> timing repair <==
action	CTS	global route
hold buffers	0	0
setup endpoints to repair	0	2
gates resized	0	3
endpoints found under the hold margin	0	0
==> layout make-up <==
type	instances	area share [%]
multi-input combinational	151	55.92
tap	70	4.930
inverter	10	2.113
timing repair buffer	47	24.65
sequential	7	9.859
clock buffer	4	2.535
==> metal layers <==
layer | GRT usage (%) | share of wire [%] | vias up
li1 | - | - | 751
met1 | 15.21 | 45 | 715
met2 | 17.34 | 46 | 64
met3 | 2.019 | 8.6 | 4
met4 | 1.392 | 1.2 | 0
met5 | 0 | 0 | -
==> worst max-delay path, cell delays in order <==
cell and delay, ns:
sky130_fd_sc_hd__clkdlybuf4s50_1 0.42, sky130_fd_sc_hd__buf_4 0.17, sky130_fd_sc_hd__nor2_1 0.14, sky130_fd_sc_hd__nand4_1 0.15, sky130_fd_sc_hd__o31ai_2 0.36, sky130_fd_sc_hd__inv_1 0.11
sky130_fd_sc_hd__ha_1 0.22, sky130_fd_sc_hd__or2_2 0.35, sky130_fd_sc_hd__nor2_1 0.15, sky130_fd_sc_hd__o211ai_1 0.14, sky130_fd_sc_hd__a32o_1 0.29, sky130_fd_sc_hd__a32o_1 0.25
sky130_fd_sc_hd__clkdlybuf4s50_1 0.40
No activity file was given, so power comes from the tool's default toggle rates.
