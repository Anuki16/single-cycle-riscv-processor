**/design/flow/config.mk**
```make
export PLATFORM = sky130hd
export DESIGN_NAME = inst_memory
export DESIGN_NICKNAME = inst_memory
export VERILOG_FILES = /design/flow/design.v
export SDC_FILE = /design/flow/constraint.sdc
export NUM_CORES = 4
export LEC_CHECK = 1
export CORE_AREA = 10 10 70 70
export DIE_AREA = 0 0 80 80
```
**/design/flow/constraint.sdc**
```tcl
current_design inst_memory

set clk_period 4.9
set clk_io_pct 0.2

create_clock -name clk0 -period $clk_period

set non_clock_inputs [all_inputs -no_clocks]
set_input_delay [expr $clk_period * $clk_io_pct] -clock clk0 $non_clock_inputs
set_output_delay [expr $clk_period * $clk_io_pct] -clock clk0 [all_outputs]
```
**/design/flow/design.v**
```verilog
module inst_memory #(parameter NUM_INST = 128)
(
	input logic [31:0] pc,
	output logic [31:0] instruction
);
	logic [3:0][7:0] memory [0:NUM_INST-1];
	assign instruction = memory[pc >> 2];
	assign memory[0] = 32'b00000000010000000000001010010011;			 
	assign memory[1] = 32'b01000101011001111000_00110_0110111;		 
	assign memory[2] = 32'b00010010001100110000001100010011;			 
	assign memory[3] = 32'b00000000011000101010000000100011;			 
	assign memory[4] = 32'b00000000011000101010001000100011;			 
	assign memory[5] = 32'b00000000011000101010010000100011;			 
	assign memory[6] = 32'b00000011110000000000001110010011;			 
	assign memory[7] = 32'b0001010_00111_00101_000_01010_0001011;	 
	assign memory[8] = 32'b00000000100000101101010110000011;			 
	assign memory[9] = 32'b00000000100000111101011000000011;			 
	assign memory[10] = 32'b0000000_01100_01011_000_01000_1100011;	 
	assign memory[11] = 32'b00000000110000101000001010010011;		 
	assign memory[12] = 32'b0100000_00111_00101_111_00101_0110011;	 
	always_comb begin
		for (int i = 13; i < NUM_INST; i++) memory[i] = 32'b0;
	end
endmodule
```
**/design/flow/run.sh**
```bash
#!/bin/bash
# OpenROAD 26Q1-2900-gdf79404cd8, Yosys 0.63+post, stock flow scripts
make -C /OpenROAD-flow-scripts/flow DESIGN_CONFIG=/design/flow/config.mk WORK_HOME=/design/flow/orfs finish
```
==> ds_physical_params.txt <==
Physical design parameters

Parameter                              Value

Status
  Result of the run    finished, final reports clean

Power and ir drop
  Leak    ~0.27 nW
  Power after layout    approximately 0.000053 W
  PwrDens    approximately 56 mW/mm^2
  Worst IR Drop VDD    between 0.00003 and 0.00004 V

STA
  Count of pins over their slew limit    0
  Number of failing setup endpoints in the final timing report    0
  Number of hold-slack violations in the final timing report    0
  Transition time of the tightest slew-check pin    ~760 ps
  Fin crit period    4140 ps
  Max-slew headroom at the worst pin    0.493
  Highest clock frequency the design can meet    approximately 0.24 GHz
  Final Worst Setup Slack    764 ps
  Setup repair after global routing missed its margin    no
  Final clock period utilization by the worst path    0.844
  Total Negative Setup Slacks    0 ps

GRT
  Initial antenna violation count    0
  Largest net degree at the start of global routing    26
  GRT Overall Usage    0.0577
  Number of global-route vias before repair    roughly 660
  Global-route wire length before repair    3.13 mm
  Total global routing overflow    0

Drt
  DRC    0
  Violation count after the first detailed-routing iteration    32
  Total met2 wirelength after detailed routing    765 microns
  Routed wirelength normalized by instance count    12.5 microns
  Tally of nets with antenna violations remaining after routing    0
  Iteration tally of the first detailed-router pass    4
  Antenna cell count    0
  Vias after detailed routing    695
  Via density    4.32
  Met3 WL post-DR    roughly 230 microns
  Max Used Layer    met3
  Post-detailed-routing wire length    about 2.0 mm
  Wire length on met1    between 1 and 1.5 mm

Floorplanning
  Chip Height    80 microns
  Area of the die    0.00640 sq mm
  I/O pin cnt    around 64
  Die W    roughly 80 microns
  Number of cell rows    21
  Std-Cell Core Area    around 0.0034 sq mm
  Initial core utilization    0.189

Setup path
  WP data arrival    ~3200 ps
  Crit path kind    input pin to output port
  Crit start category    input pin
  Largest incremental delay on the critical path    around 800 ps
  Critical Path, Cell by Cell    clkdlybuf4s50_1, nor2b_1, a211oi_1, a211oi_2, clkdlybuf4s50_1
  Critical path's most frequent cell    sky130_fd_sc_hd__clkdlybuf4s50_1
  Crit Path Max Fanout    23
  Slowest stage cell, crit path    sky130_fd_sc_hd__clkdlybuf4s50_1
  Worst endpoint required time    3920 ps
  Crit end category    output port

Layout
  FF/Latch Area    0 sq um
  Area Overhead vs Synth    45.2%
  Count of clock buffers in the final design    0
  Post-layout instance area    around 940 sq um
  Flop count    0
  Proportion of layout cells with a drive suffix above 1    0.165

Place
  Weighted congestion at the end of routability-driven global placement    around 0.78
  Placed Instance Area    937 sq um
  Port Buffers    34
  Final HPWL from detailed placement    around 1.6 mm
  Pre-CTS setup slack    slightly below 800 ps

Synthesis
  Number of distinct library cells after synthesis    35
  Chip area from the yosys synthesis statistics    646 sq um
  Post-synthesis cell count from yosys    about 93
  Proportion of synthesized chip area in sequential cells    0
  Combined area of all synthesized cells    ~650 sq um
  Count of mapped cells out of synthesis    93
  Number of warning messages in the yosys log    2
  Synthesized area divided by synthesized cell count    around 7 sq um

Hold path
  Classification of the worst-slack hold path    input pin to output port

Clock network
  Post-CTS setup-driven buffer insertion count    0
  Number of cells upsized or downsized after cts    0
  Hold-fix buffers at CTS    0

Job
  Number of logged tool warnings    ~57
  MaxCap Viol Count    0
path summary, 6_finish.rpt:
check | slack (ps) | start | cells past startpoint | endpoint
max | 760 | pc[2] | 5 | instruction[4]
min | 3050 | pc[3] | 4 | instruction[7]
report_power, final:
part / leakage [nW] / total [W] / internal, W / switching, W
Clock: 0 / 0 / 0 / 0
Combinational: 0.275 / 0.0000529 / 0.0000248 / 0.0000281
Sequential: 0 / 0 / 0 / 0
Total: 0.275 / 0.0000529 / 0.0000248 / 0.0000281
logic make-up (layout without fill, tap and decap cells):
group	Yosys count	after routing	synth area share
AND-OR/OR-AND	23	23	0.267
buffers and inverters	21	39	0.234
other	1	5	0.00581
XOR/XNOR	2	2	0.0271
AND/OR/NAND/NOR	46	46	0.465
layout make-up:
cell class         count  area, sq um
multi-input cells     76          509
repair buffers        37          363
fillers              396         2480
well taps             46         57.6
inverters              2         7.51
layout by cell type (no fill, tap or decap), types with 2 or more instances in the layout:
cell | Yosys | final
sky130_fd_sc_hd__nor3_1 | 4 | 4
sky130_fd_sc_hd__o21ai_0 | 3 | 3
sky130_fd_sc_hd__clkdlybuf4s50_1 | 0 | 34
sky130_fd_sc_hd__nor4_2 | 2 | 2
sky130_fd_sc_hd__a32oi_1 | 2 | 2
sky130_fd_sc_hd__nor2b_1 | 5 | 5
sky130_fd_sc_hd__nand2b_1 | 6 | 6
sky130_fd_sc_hd__nand2_1 | 5 | 5
sky130_fd_sc_hd__conb_1 | 1 | 5
sky130_fd_sc_hd__a31oi_1 | 3 | 3
sky130_fd_sc_hd__a211oi_2 | 3 | 3
sky130_fd_sc_hd__a21oi_1 | 6 | 6
sky130_fd_sc_hd__inv_1 | 2 | 2
sky130_fd_sc_hd__nor2_1 | 6 | 6
sky130_fd_sc_hd__nand3_1 | 3 | 3
sky130_fd_sc_hd__nor3_2 | 7 | 7
sky130_fd_sc_hd__buf_4 | 9 | 3
sky130_fd_sc_hd__xnor2_1 | 2 | 2
cells in the mapped netlist, drive strengths merged:
cell | n | share of area
o21a | 1 | 0.012
and3 | 1 | 0.0097
nand3 | 3 | 0.023
nand3b | 1 | 0.012
clkbuf | 1 | 0.0058
nand2b | 6 | 0.058
a21oi | 6 | 0.047
a32oi | 2 | 0.027
or2 | 2 | 0.019
nor2 | 7 | 0.045
a21o | 1 | 0.012
a31oi | 3 | 0.029
conb | 1 | 0.0058
inv | 2 | 0.012
nor4b | 1 | 0.014
nor3b | 1 | 0.012
nor4 | 2 | 0.039
nor2b | 5 | 0.048
buf | 18 | 0.22
nand2 | 5 | 0.029
a2111oi | 1 | 0.023
a221oi | 1 | 0.014
nor3 | 11 | 0.14
a211oi | 4 | 0.070
xnor2 | 2 | 0.027
o21ai | 3 | 0.023
a22oi | 1 | 0.012
or3 | 1 | 0.017
critical path, delay by kind of cell:
kind	cells	cell delay, ps
AND/OR/NAND/NOR	1	500
AND-OR/OR-AND	2	370
buffers and inverters	2	1300
per-stage QoR:
step,util,instances,hold WS (ps)
detailed placement,0.274,161,3070
global route,0.274,161,3130
floorplan,-,97,2080
global placement,0.274,161,3050
CTS,0.274,161,3060
finish,0.274,161,3050
routing by layer:
metal | vias up | GRT usage
met5 | - | 0
met3 | 0 | 0.0250
met4 | 0 | 0.00176
met2 | 27 | 0.0795
met1 | 303 | 0.0844
li1 | 365 | -
No activity file was given, so power comes from the tool's default toggle rates.
