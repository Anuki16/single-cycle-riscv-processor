==> flow/design.v <==
module regfile #(
	parameter WIDTH = 32,
	parameter REG_COUNT = 32,
	parameter REG_BITS = $clog2(REG_COUNT)
)(
	input logic [REG_BITS-1:0] read_reg1, read_reg2, write_reg,
	input logic signed [WIDTH-1:0] write_data,
	input logic write_en,
	input logic clk, rstn,
	output logic signed [WIDTH-1:0] read_data1, read_data2,
	output logic [WIDTH-1:0] x5, x6	 
);
	logic [WIDTH-1:0] registers [REG_COUNT-1:0];		 
	assign read_data1 = registers[read_reg1];
	assign read_data2 = registers[read_reg2];
	always @(posedge clk or negedge rstn) begin
		if (~rstn) begin		 
			for (int i = 0; i < REG_COUNT; i++) registers[i] <= 'b0;
		end
		else if (write_en && write_reg)  
			registers[write_reg] <= write_data;
	end
	assign x5 = registers[5];
	assign x6 = registers[6];
endmodule
==> flow/run.sh <==
#!/bin/bash
# OpenROAD 26Q1-2900-gdf79404cd8, Yosys 0.63+post, stock flow scripts
make -C /OpenROAD-flow-scripts/flow DESIGN_CONFIG=/design/flow/config.mk WORK_HOME=/design/flow/orfs finish
==> flow/config.mk <==
export PLATFORM = sky130hd
export DESIGN_NAME = regfile
export DESIGN_NICKNAME = regfile
export VERILOG_FILES = /design/flow/design.v
export SDC_FILE = /design/flow/constraint.sdc
export NUM_CORES = 4
export LEC_CHECK = 1
export CORE_UTILIZATION = 40
==> flow/constraint.sdc <==
current_design regfile

set clk_period 11.6
set clk_io_pct 0.2

create_clock -name clk0 -period $clk_period [get_ports {clk}]

set non_clock_inputs [all_inputs -no_clocks]
set_input_delay [expr $clk_period * $clk_io_pct] -clock clk0 $non_clock_inputs
set_output_delay [expr $clk_period * $clk_io_pct] -clock clk0 [all_outputs]
==> summary.txt <==
fresh numbers from the pnr run: Worst Path Required 9.28 ns, biggest area cells dfrtp_1 50%, mux2_2 22%, a22oi_1 10%, Max-slew headroom 18.2%, internal power 0.00729 W, clock latency (worst-skew pair) ~0.75 ns, Design Power 0.0105 W, number of global-route vias before repair approximately 46k, cells after synthesis 4,389, total CTS buffers between 100 and 150, metal2 WL around 110 mm, synthesized area 51,700 sq um, pwr/cell area 175 nW/um^2, Post-synth seq share about half, Final Hold Fails 0, EDFF count, synth 0, area share of the largest cell type after synthesis 49.6%, RSZ-0062 raised after global routing false, crit path DAT 7.04 ns, clk sink count 1,024, nature of the critical path startpoint primary input, Unique cell types 69, Place WS approximately 2.6 ns, floorplan core area 128,000 sq um, synthesis-to-layout area growth 15.8%, Antenna Nets Post-Route 0, Ys Warns 2, gr usage total 45.3%, crit path kind primary input to primary output, num rows between 100 and 150, via count between 40k and 50k, most frequent logic cell in the layout dfrtp_1, Synth area leader dfrtp_1, setup TNS 0 ns, drt initial violations around 6.4k, global-route wire length before repair 387 mm, buffers added on ports 177, final worst setup slack 2.24 ns, # setup viols final 0, Leak about 26 nW, register share of total power 47.8%, HP Class register to register, synthesis-stage register bit count 1,024, crit end category primary output, met3 wire len 47.2 mm, Tcrit/Tclk final 80.7%, biggest regs registers: 1024 flops, largest net degree at the start of global routing 123, Dominant flop cell dfrtp_1, most frequent cells in the layout 1,024 x dfrtp_1, 1,009 x mux2_2, 700 x a22oi_1, M1 WL 100 mm, yosys cell count between 4k and 5k, DRC 0, DRT Pass-1 Iters 10, Hold-fix buffers, CTS 0, crit path max fanout 30, switching fraction of total power 30.5%, routed wire length 286 mm, clock power share between 30% and 40%, Fmax approximately 110 MHz, post-CTS sizing 0, Syn Area/Cell 11.8 sq um, Root Buffer clkbuf_16, CTS tree yes, Die Y 362 microns, status complete, no violations, max cap viols 0, drt via density 7.44, Async SR Flop Fraction 100%, peak supply drop 0.138 mV, max reg flops slightly above 1k, sw power ~0.0032 W, post-DP HPWL around 180 mm, Top reg by flops registers, Slew Limit Fails 0, antenna violations before repair 21, layout cells sized above 1 34.4%, Worst Skew 0 ns, Comb pwr share 15.5%, Die ar. about 130,000 sq um, stage-log warning count 46, FP Util 40.4%, Setup Fix Bufs, Post-CTS 0, I/O pin cnt 178, clk slew on worst S/H paths 0.06 ns, total grt overflow 0, GPL Wtd Cong 1.10, Tmin final 9.36 ns, deepest clock path buffer count 3, max layer used met5, synthesis area per yosys just over 50,000 sq um, Die W roughly 360 microns, per-cell routed wire length 45.6 microns, Slew @ Worst Pin ~1.2 ns, H-tree levels 3
cells by family after synthesis:
logic type	share of synthesized area, %
simple gates	7.13
compound gates	15.8
buf+inv	3.95
flops	49.6
mux	23.6
critical path: stages:
cell	delay [ns]
buf_2	0.07
buf_4	0.47
buf_4	0.54
nand2b_1	0.63
nor2_1	1.14
buf_4	0.32
a32oi_1	0.06
o22ai_1	0.32
nor4_1	0.12
a21oi_1	0.42
clkdlybuf4s50_1	0.56
synth_stat cells (6+ instances only):
cell and n:
nand4_1 92, a31oi_1 29, o22ai_1 20, dfrtp_1 1024, buf_1 43, nand2b_1 17
a2111oi_0 10, o22a_1 9, clkbuf_1 202, o21ai_0 34, buf_2 186, mux2_2 1009
a222oi_1 26, o2111ai_1 7, nor2_1 163, nand2_1 195, o32a_1 10, buf_4 14
nand3_1 45, and2_1 9, nor2b_1 17, a211oi_1 7, o2bb2ai_1 6, a221o_1 6
mux2i_1 61, nor2_2 26, nor4_1 21, and4_1 11, a221oi_1 28, nor3_1 75
a22oi_1 700, a32oi_1 27, a21oi_1 75, a22o_1 55, nand3b_1 9, mux2_1 8
or3_1 9, o211ai_1 10, and3_1 11, buf_6 6
per-layer routing:
layer,vias up,track usage (%)
met2,4464,58.0
met5,-,4.81
met1,23400,56.2
li1,17100,-
met3,1670,28.8
met4,37,29.6
final timing paths:
check | depth (start not counted) | start | to | slack (ns)
hold reg to reg | 0 | registers[0][12] | registers[0][12] | 0.40
setup / recovery | 11 | read_reg2[2] | read_data2[10] | 2.24
min in group asynchronous | 1 | rstn | registers[21][13] | 1.61
hold / removal | 0 | registers[0][12] | registers[0][12] | 0.40
max in group asynchronous | 4 | rstn | registers[17][9] | 7.47
setup reg to reg | 1 | registers[6][31] | registers[6][31] | 10.60
cell type report:
| class | instances | area [sq um] |
|---|---|---|
| timing repair buffer | 419 | 3610 |
| inverter | 5 | 18.8 |
| sequential | 1024 | 25600 |
| clock inverter | 65 | 686 |
| antenna | 37 | 92.6 |
| tap | 1662 | 2080 |
| fill | 11500 | 68000 |
| multi-input combinational | 2909 | 24500 |
| clock buffer | 150 | 3230 |
stage by stage:
stage	util [%]	std cells	instance area, sq um	hold slack (ns)
4_1_cts	46.8	6234	59800	0.404
5_1_grt	46.8	6243	59800	0.410
2_1_floorplan	-	4389	51700	0.451
3_5_place_dp	43.7	6019	55900	0.390
6_report	46.8	6271	59900	0.403
3_3_place_gp	43.7	6019	55900	0.388
power groups by stage:
stage         Combinational, W  Sequential [W]  Clock, W
global route           0.00170         0.00506   0.00400
finish                 0.00162         0.00502   0.00385
CTS                    0.00158         0.00497   0.00386
Power is estimated from default activity; no workload was simulated.
